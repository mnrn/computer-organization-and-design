==> design/flow/design.v <==
module MIPSALU (ALUctl, A, B, ALUOut, Zero);
   input [3:0] ALUctl;
   input [31:0] A, B;
   output reg [31:0] ALUOut;
   output            Zero;
   assign Zero = (ALUOut == 0);   
   always @(ALUctl, A, B)         
     case (ALUctl)
       0:  ALUOut <= A & B;
       1:  ALUOut <= A | B;
       2:  ALUOut <= A + B;
       6:  ALUOut <= A - B;
       7:  ALUOut <= A < B ? 1 : 0;
       12: ALUOut <= ~(A | B);    
       default: ALUOut <= 0;      
     endcase  
endmodule  
==> design/flow/run.sh <==
#!/bin/bash
# OpenROAD 26Q1-2900-gdf79404cd8, Yosys 0.63+post, stock flow scripts
make -C /OpenROAD-flow-scripts/flow DESIGN_CONFIG=/design/flow/config.mk WORK_HOME=/design/flow/orfs finish
==> design/flow/config.mk <==
export PLATFORM = sky130hd
export DESIGN_NAME = MIPSALU
export DESIGN_NICKNAME = MIPSALU
export VERILOG_FILES = /design/flow/design.v
export SDC_FILE = /design/flow/constraint.sdc
export NUM_CORES = 4
export LEC_CHECK = 1
export CORE_UTILIZATION = 50
==> design/flow/constraint.sdc <==
current_design MIPSALU

set clk_period 24.3
set clk_io_pct 0.2

create_clock -name clk0 -period $clk_period

set non_clock_inputs [all_inputs -no_clocks]
set_input_delay [expr $clk_period * $clk_io_pct] -clock clk0 $non_clock_inputs
set_output_delay [expr $clk_period * $clk_io_pct] -clock clk0 [all_outputs]
==> flow_summary.ini <==
; yosys + openroad results
[outcome]
outcome = complete, no violations

[placed_design]
dp_hpwl_um = 18500
portBuffers = 101
place_ws_ns = 9.76
gp_congestion = 1.08
postPlaceCellArea_um2 = 7400

[critical_path]
path_class = input pin to primary output
crit_fanout = 22
crit_path_start_kind = input pin
crit_slowest_cell = clkdlybuf4s50_1
arrival_ns = 9.80
worstPathRequired_ns = 19.44
cp_slowest_stage_delay_ns = 1.03
crit_path_end_kind = primary output
worstPathCellList = clkdlybuf4s50_1 -> nor2_1 -> nand2_1 -> buf_4 -> o221ai_1 -> a311oi_1 -> o31ai_1 -> o32ai_1 -> nand4b_1 -> or4_1 -> nor4b_2 -> nor4b_2 -> clkdlybuf4s50_1

[drt]
drc = 0
drt_wl_total_um = 23600
via_per_inst = 6.59
vias = 7670
drt_first_pass_iters = 7
antenna_cells = 0
wl_per_cell_um = 20.3
ant_nets = 0
drt_iter0_drc = 844

[synthesis]
ys_warn_count = 1
yosys_cells = 940
synth.area.mux_share_pct = 1.15
synthAoiAreaFrac_pct = 41.1
top_cells_by_area = ha_1 (20%), a21oi_1 (6.7%), inv_1 (5.7%), nor2_1 (5.2%), o21ai_0 (4.0%)
xor_area_share_pct = 1.11
yosys.area.top_type = ha_1
simple_gate_area_share_pct = 26.3
synth-adder-area-share_pct = 20.6
ys_area_um2 = 6330
syn_inst = 940
yosys.area.top_type_share_pct = 20.0
synth_cell_types = 96
syn-mean-instance-area_um2 = 6.74
synth.cell_area_um2 = 6330
synthTopLogicFamily = AND-OR/OR-AND gates
ys_seq_share_pct = 0

[flow_run]
warning_count = 102
drv_cap = 0

[hold_path]
min_path_type = input pin to primary output
min_path_cells = 4

[timing]
fmax_mhz = 68.2
finalClockPeriodUsage_pct = 60.3
slew_violations = 0
tightest_slew_ns = 0.864
hold_violations = 0
worst_slack_ns = 9.64
rsz0062_at_grt = no
slew_headroom_pct = 41.7
min_period_ns = 14.66
timing.hold.ws_ns = 11.04
setup-violations-final = 0
tns_ns = 0

[die]
die_width_um = 115
die_area_um2 = 13100
ios = 101
fp.dieH_um = 115
fp_util_pct = 52.1
core-area_um2 = 12200
rows = 40

[finish]
fin_area_um2 = 7400
fin_util_pct = 60.9
seq_cells = 0
area_growth_pct = 16.9
layout_top_cells = ha_1 (101), clkdlybuf4s50_1 (101), inv_1 (96)
nClkBuffers = 0
fill_cells = 1087
mi_logic_area_um2 = 5740
drive_gt1_share_pct = 6.02
ff_latch_area_um2 = 0

[grt]
antenna_found_initial = 0
overflow = 0
grt_use_total_pct = 36.4
grt_pass1_wl_um = 36900
grt_max_degree = 33
grt_pass1_vias = 6893

[clock_network]
post_cts_buffers = 0
cts_resized = 0
hold_buffers = 0

[power]
power_density_nw_per_um2 = 22.9
vdd_drop_max_mv = 0.0188
p_leak_nw = 3.24
## kinds of logic (layout without fill, tap and decap cells)
logic type | Yosys count | in the layout
buf+inv | 152 | 208
xor+xnor | 8 | 8
fa+ha+maj | 103 | 103
mux | 7 | 7
compound gates | 361 | 361
simple gates | 309 | 309
## worst paths after layout
path,from,to,slack [ns]
max,ALUctl[3],Zero,9.64
min,ALUctl[1],ALUOut[2],11.04
## routing by layer
layer | routed length (um) | global-route usage (%) | vias to the layer above | part of all wire, %
li1 | - | - | 3651 | -
met1 | 10100 | 51.3 | 3456 | 43
met2 | 10200 | 56.8 | 482 | 43
met3 | 2240 | 3.88 | 81 | 9.5
met4 | 1080 | 14.1 | 0 | 4.6
met5 | 0 | 0 | - | 0
## through the flow
| step | power, mW | instances |
|---|---|---|
| 2_1_floorplan | 0.107 | 940 |
| 3_3_place_gp | 0.164 | 1164 |
| 3_5_place_dp | 0.165 | 1164 |
| 4_1_cts | 0.166 | 1164 |
| 5_1_grt | 0.184 | 1164 |
| 6_report | 0.170 | 1164 |
## worst max-delay path, delay by kind of cell
kind                   cells  cell delay, ns
buffers and inverters      3            1.88
and+or+nand+nor            6            2.02
AOI/OAI and AO/OA          4            1.00
## power by group
| part | total [mW] | switching, mW | internal (mW) |
|---|---|---|---|
| combinational | 0.170 | 0.0988 | 0.0707 |
| clock | 0 | 0 | 0 |
| sequential | 0 | 0 | 0 |
| total | 0.170 | 0.0988 | 0.0707 |
## cells in the mapped netlist (all sizes together), types with 5 or more instances
library cell,n
and2,10
o211ai,15
nor4,14
a21o,19
o21bai,10
nor3,17
o21a,9
o221a,5
nand2,63
o2111ai,6
nand4b,6
or2,7
a211o,7
or3,6
or4,10
o311ai,7
clkbuf,33
o22ai,8
o21ai,57
nand3b,6
a22oi,5
a221oi,19
nand2b,17
a221o,9
a21oi,87
o32ai,5
nand3,15
mux2i,5
a41oi,5
ha,101
nor2,89
a31oi,8
nor2b,13
nand4,12
a211oi,20
buf,23
o31ai,9
inv,96
xnor2,6
o31a,5
and3,5
## final cells by class
| cell class | count | share of cell area (%) |
|---|---|---|
| multi-input combinational | 788 | 77.5 |
| timing repair buffer | 112 | 14.8 |
| inverter | 96 | 4.87 |
| tap | 168 | 2.84 |
Power figures rest on the tool's default switching activity, not on a simulated workload.
