[/design/flow/run.sh]
#!/bin/bash
# OpenROAD 26Q1-2900-gdf79404cd8, Yosys 0.63+post, stock flow scripts
make -C /OpenROAD-flow-scripts/flow DESIGN_CONFIG=/design/flow/config.mk WORK_HOME=/design/flow/orfs finish
[/design/flow/config.mk]
export PLATFORM = sky130hd
export DESIGN_NAME = Mult4to1
export DESIGN_NICKNAME = Mult4to1
export VERILOG_FILES = /design/flow/design.v
export SDC_FILE = /design/flow/constraint.sdc
export NUM_CORES = 4
export LEC_CHECK = 1
export CORE_AREA = 10 10 95 95
export DIE_AREA = 0 0 105 105
[/design/flow/constraint.sdc]
current_design Mult4to1

set clk_period 1.5
set clk_io_pct 0.2

create_clock -name clk0 -period $clk_period

set non_clock_inputs [all_inputs -no_clocks]
set_input_delay [expr $clk_period * $clk_io_pct] -clock clk0 $non_clock_inputs
set_output_delay [expr $clk_period * $clk_io_pct] -clock clk0 [all_outputs]
[/design/flow/design.v]
module Mult4to1 (In1, In2, In3, In4, Sel, Out);
   input [31:0] In1, In2, In3, In4;   
   input [1:0]  Sel;                  
   output reg [31:0] Out;             
   always @(In1, In2, In3, In4, Sel)
     case (Sel)                       
       0: Out <= In1;
       1: Out <= In2;
       2: Out <= In3;
       default: Out <= In4;
     endcase  
endmodule  
==> impl_metrics.tcl <==
# metrics dict for downstream scripts
set metrics [dict create \
    lay_top_cells "dlygate4sd2_1 (128), mux4_2 (32), buf_2 (32)" \
    p_leak_nw 1.161 \
    ios 162 \
    hold_violations 0 \
    first_pass_iters 3 \
    dp_hpwl_mm 6.090 \
    grt_max_degree 17 \
    seq_power_share_pct 0 \
    yosysChipArea_um2 814.5 \
    nClkBuffers 0 \
    status "finished, violations left" \
    io_buffers 162 \
    syn_to_final_growth_pct 200.3 \
    startpoint_type "primary input" \
    wirelength_mm 6.903 \
    ys_cells 39 \
    tool_warnings 34 \
    layout_top_cell "dlygate4sd2_1" \
    overflow 0 \
    final_layout_size_suffix_gt1_share_pct 39.34 \
    p_clk_share_pct 0 \
    grt_pass1_wl_mm 9.873 \
    yosys_warnings 1 \
    sw_frac_of_total_pct 27.53 \
    synth.distinct_cells 5 \
    cp-end-kind "output port" \
    ys_seq_share_pct 0 \
    flops 0 \
    fmax_ghz 0.6387 \
    crit_path_max_fanout 7 \
    max-slew-margin-rel_pct 89.52 \
    utilization_pct 35.42 \
    fin_crit_ps 1566 \
    gp_congestion 0.8685 \
    hp-start "In2[8]" \
    vias 1241 \
    fin_ws_ps -65.79 \
    fin_crit_sh_pct 104.4 \
    vdd_drop_max_v 0.0001200 \
    intPower_w 0.0004376 \
    grt_pass1_vias 1522 \
    rsz0062_at_grt "true" \
    syn_area_um2 814.5 \
    postRouteAntennaNets 0 \
    combPwrFrac_pct 100.0 \
    drv_slew 0 \
    hold_path.class "in -> out" \
    timing.setup.tns_ps -1195 \
    final-seq-area_um2 0 \
    rows 30 \
    remaining_drc_errors 0 \
    syn_area_per_cell_um2 20.89 \
    antenna_found_initial 2 \
    chipArea_um2 11030 \
    wire_per_inst_um 22.34 \
    power_density_nw_per_um2 246.9 \
    die_y_um 105 \
    tightest_slew_ps 158.3 \
    fp_util_pct 11.79 \
    worstPathArrival_ps 1270 \
    netlist_instances 39 \
    via_per_inst 4.016 \
    cap_violations 0 \
    pre_cts_slack_ps -639.0 \
    track_usage_pct 11.80 \
    min_to "Out[8]" \
    power.switching_w 0.0001662 \
    die_x_um 105 \
    cp.required_ps 1200 \
    violations "setup timing" \
    whs_path_depth 3 \
    drtIter0Drc 16 \
    path_class "in -> out" \
    setup_viol 29 \
    fill_cells 743 \
    coreArea_um2 6907 \
]
## cells by family after synthesis
| group | after synthesis | synth area share, % |
|---|---|---|
| buf+inv | 7 | 10.60 |
| mux | 32 | 89.40 |
## critical path: stages
cell and delay, ps:
buf_12 90, buf_12 120, buf_4 110, mux4_2 500
buf_2 140
## timing repair
item / in CTS / in global routing
gates cloned: 3 / 1
hold buffers: 0 / 0
buffers inserted: 8 / 2
hold endpoints to repair: 0 / 0
setup endpoints to repair: 32 / 24
gates resized: 250 / 0
pin swaps: 0 / 0
## cells in the mapped netlist
| library cell | number | share of area (%) |
|---|---|---|
| mux4_2 | 30 | 83 |
| buf_12 | 3 | 7.4 |
| buf_2 | 3 | 1.8 |
| mux4_1 | 2 | 6.5 |
| buf_6 | 1 | 1.4 |
## worst max path at each step
stage	startpoint	slack (ps)	end	cells past startpoint
6_report	Sel[0]	-70	Out[28]	5
5_1_grt	Sel[0]	-120	Out[25]	5
4_1_cts	Sel[0]	-90	Out[25]	5
## layer usage
metal  wire [um]  track usage [%]
met1        2721            13.86
met2        3454            20.77
met3         695            4.845
met4          31           0.4902
met5           0                0
## per-stage QoR
step	cells	area, um^2	hold WS (ps)	power, W
3_5_place_dp	293	2525	1551	0.0007438
5_1_grt	309	2446	1098	0.0006536
6_report	309	2446	1088	0.0006039
2_1_floorplan	39	814.5	686.4	0.0001885
4_1_cts	304	2401	1090	0.0006080
3_3_place_gp	293	2525	1539	0.0007428
## power by group through the flow
stage / clock, W / sequential [W] / combinational, W
final: 0.000000000178 / 0 / 0.000604
after global routing: 0.000000000178 / 0 / 0.000654
after CTS: 0 / 0 / 0.000608
## final cells by class
cell class / instances / area [um^2] / area share [%]
timing repair buffer: 179 / 1600 / 65.42
multi-input combinational: 32 / 720.7 / 29.46
tap: 96 / 120.1 / 4.910
antenna: 2 / 5.005 / 0.2046
Power figures rest on the tool's default switching activity, not on a simulated workload.
